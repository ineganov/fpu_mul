--- flow/run.sh ---
#!/bin/bash
# OpenROAD 26Q1-2900-gdf79404cd8, Yosys 0.63+post, stock flow scripts
make -C /OpenROAD-flow-scripts/flow DESIGN_CONFIG=/design/flow/config.mk WORK_HOME=/design/flow/orfs finish
--- flow/config.mk ---
export PLATFORM = sky130hd
export DESIGN_NAME = fpu_mul
export DESIGN_NICKNAME = fpu_mul
export VERILOG_FILES = /design/flow/design.v
export SDC_FILE = /design/flow/constraint.sdc
export NUM_CORES = 4
export LEC_CHECK = 1
export CORE_UTILIZATION = 40
--- flow/constraint.sdc ---
current_design fpu_mul

set clk_period 15.7
set clk_io_pct 0.2

create_clock -name clk0 -period $clk_period [get_ports {CLK}]

set non_clock_inputs [all_inputs -no_clocks]
set_input_delay [expr $clk_period * $clk_io_pct] -clock clk0 $non_clock_inputs
set_output_delay [expr $clk_period * $clk_io_pct] -clock clk0 [all_outputs]
--- flow/design.v ---
module ffd #( parameter WIDTH = 32)
            ( input                  CLK, 
              input                  RESET,
              input                  EN,
              input      [WIDTH-1:0] D,
              output reg [WIDTH-1:0] Q );
always_ff @(posedge CLK)
  if (RESET)  Q <= 0;
  else if(EN) Q <= D;
endmodule
module mux2 #(parameter WIDTH = 32)
             ( input             S,
               input [WIDTH-1:0] D0,
               input [WIDTH-1:0] D1,
               output[WIDTH-1:0] Y);
assign Y = S ? D1 : D0;
endmodule
module mux4 #(parameter WIDTH = 32)
             ( input [1:0] S,
               input [WIDTH-1:0] D0, D1, D2, D3,
               output[WIDTH-1:0] Y);
assign Y = S[1] ? (S[0] ? D3 : D2)
                : (S[0] ? D1 : D0);
endmodule
module mux8 #(parameter WIDTH = 32)
             ( input [2:0]       S,
               input [WIDTH-1:0] D0, D1, D2, D3, D4, D5, D6, D7,
               output[WIDTH-1:0] Y);
assign Y = S[2] ? (S[1] ? (S[0] ? D7 : D6) :
                          (S[0] ? D5 : D4)):
                  (S[1] ? (S[0] ? D3 : D2) :
                          (S[0] ? D1 : D0));
endmodule
module signext( input  [15:0] a,
                output [31:0] y );
assign y = {{16{a[15]}}, a};
endmodule
module counter #(parameter SIZE = 8) (  input             CLK,
                                        input             RESET,
                                        input             EN,
                                        output [SIZE-1:0] OUT );
logic [SIZE-1:0] cnt;
always_ff@ (posedge CLK)
  if(RESET)
    cnt <= '0;
  else if(EN) cnt <= cnt + 1'b1;
assign OUT = cnt;
endmodule
module shift_reg_lf #(parameter SIZE = 8) ( input             CLK,
                                            input             RESET,
                                            input             IN,
                                            input             EN,
                                            output [SIZE-1:0] OUT );
logic [SIZE-1:0] sreg;
always_ff@ (posedge CLK)
  if(RESET)   sreg <= '0;
  else if(EN) sreg <= {IN, sreg[SIZE-1:1]}; 
assign OUT = sreg;
endmodule
module fpu_mul( input         CLK,
                input         RESET,
                input         EN,
                input  [31:0] A,
                input  [31:0] B,
                output [31:0] Z );
wire        a_sign, b_sign;
wire  [7:0] a_expt, b_expt;
wire [22:0] a_sig_part, b_sig_part;
wire [31:0] abin = A;  
wire [31:0] bbin = B;  
ffd #(32) areg(CLK, RESET, EN, A, {a_sign, a_expt, a_sig_part});
ffd #(32) breg(CLK, RESET, EN, B, {b_sign, b_expt, b_sig_part});
wire [23:0] a_sigd  = {1'b1, a_sig_part};               
wire [23:0] b_sigd  = {1'b1, b_sig_part};               
wire zero = ({a_expt, a_sig_part} == '0) | 
            ({b_expt, b_sig_part} == '0) ;
wire        new_sign  = a_sign ^ b_sign;
wire  [9:0] new_expt  = a_expt + b_expt - 7'd127;
wire [47:0] new_sigd  = a_sigd * b_sigd;
wire        zero_alu;
wire        sign_alu;
wire  [9:0] expt_alu;
wire [47:0] sigd_alu;
ffd #(60) cmp_reg(CLK, RESET, 1'b1, { zero,        
                                      new_sign,    
                                      new_expt,    
                                      new_sigd },  
                                    { zero_alu,
                                      sign_alu,
                                      expt_alu,
                                      sigd_alu });
wire zero_rnd = zero_alu;
wire sign_rnd = sign_alu;
wire  [9:0] expt_rnd = expt_alu;
wire [24:0] sigd_rnd;
round_mul the_roundm(sigd_alu, sigd_rnd );
wire zero_nrm = zero_rnd;
wire sign_nrm = sign_rnd;
wire  [9:0] expt_nrm = sigd_rnd[24] ? ( expt_rnd + 1'b1 ) : expt_rnd;
wire [23:0] sigd_nrm = sigd_rnd[24] ? sigd_rnd[24:1] : sigd_rnd[23:0]; 
wire [30:0] ret_val;          
wire ret_sign = sign_rnd;    
wire ret_zero = expt_nrm[9] | zero_rnd;
wire ret_inf = (expt_nrm[9:8] == 2'b01);
assign ret_val = ret_zero ? 31'd0          :
                  ret_inf ? {8'hFF, 23'h0} :
                            {expt_nrm[7:0], sigd_nrm[22:0]};
ffd #(32) zreg(CLK, RESET, 1'b1, {ret_sign, ret_val}, Z);
endmodule
module round_mul( input  [47:0] S_IN,
                  output [24:0] S_OUT );
wire [22:0] rndbits = S_IN[22:0];
logic [24:0] new_sig;
always_comb
  if(rndbits[22])
    begin
    if(rndbits[21:0] == '0)                       
      begin
      if(S_IN[23]) new_sig = S_IN[47:23] + 1'b1;   
      else         new_sig = S_IN[47:23];  
      end
    else new_sig = S_IN[47:23] + 1'b1;             
    end
  else new_sig = S_IN[47:23];              
assign S_OUT = new_sig;
endmodule
==> flow_summary.yaml <==
# physical design summary
global_route:
  overflow: 0
  antenna_found_initial: 0
  grt_pass1_wl_mm: 108.7
  track_usage_pct: 23.71
  grt_pass1_vias: 19400
  grt_max_degree: 69
detailed_routing:
  route.detailed.drc: 0
  antenna_left: 0
  first_pass_iters: 6
  drtIter0Drc: 661
  wl_mm: 67.45
  antenna_cells: 0
  wl_per_cell_um: 18.34
  via_count: 17990
  vias_per_cell: 4.893
clock_tree:
  cts_buffers: 17
  cts_root_buffer: "clkbuf_16"
  cts_tree: "yes"
  clkSlewWorstSetupHoldPaths_ns: 0.07
  cts_hold_buf: 0
  cts.sinks: 156
  post_cts_resized: 0
  clockBufferDepth: 2
  post_cts_buffers: 0
  clk_latency_ns: 0.50
  htreeDepth: 4
timing:
  tightestPinTransition_ns: 0.8851
  min_period_ns: 8.248
  final_max_slew_viol_count: 0
  fin_tns_setup_ns: 0
  period_used_pct: 52.53
  relSlewSlack_pct: 40.45
  setup_viol: 0
  fin_skew_ns: 0.02493
  rsz0062_at_grt: "false"
  finalHoldViolCount: 0
  max_freq_ghz: 0.1212
setup_path:
  arrival_ns: 8.61
  worstPathMaxFanout: 18
  start_kind: "flip-flop"
  endpoint_kind: "flip-flop"
  crit_type: "reg2reg"
  cp.required_ns: 16.07
synth:
  edf_count: 0
  synth.area.top_cells: "fa_1, dfxtp_1, ha_1, inv_1, and2_1"
  postSynthAreaPerCell_um2: 8.915
  ff_type: "dfxtp_1"
  yosys_area_um2: 24950
  ys_seq_share_pct: 12.52
  synthCells: 2798
  yosysTopAreaCell: "fa_1"
  common_cells: "inv_1, fa_1, nand2_1"
  yosysWarnings: 3
  async_flop_share_pct: 0
  ys_cells: 2798
  top_cell_area_share_pct: 38.76
  ys_seq_elements: 156
  top_cell: "inv_1"
  synth_cell_types: 61
  synth_area_um2: 24950
die:
  num_rows: 91
  chip_area_um2: 63370
  io_pins: 99
  fp_util_pct: 40.42
  die-height_um: 251.7
  die_w_um: 251.7
  core_um2: 61710
placed_design:
  dpl.cell_count: 3645
  hpwl_mm: 52.71
  place.gp.congestion: 0.9347
  port-buffer-count: 98
layout:
  syn_to_final_growth_pct: 9.866
  layout-drive-gt1-share_pct: 3.662
  fin_cells: 3677
job:
  tool_warnings: 26
  max_cap_violations: 0
power_and_ir_drop:
  pwr_density_cell_nw_per_um2: 67.97
  p_leak_nw: 13.26
  peakVddDrop_uv: 75.44
outcome:
  outcome: "finished, final reports clean"
hold_path:
  hp-class: "reg2reg"
[path summary, 6_finish.rpt]
path | slack, ns | cells past startpoint | to | from
setup / recovery | 7.45 | 21 | cmp_reg.Q[46] | breg.Q[8]
hold / removal | 0.44 | 1 | zreg.Q[31] | cmp_reg.Q[58]
setup reg to reg | 7.45 | 21 | cmp_reg.Q[46] | breg.Q[8]
hold reg to reg | 0.44 | 1 | zreg.Q[31] | cmp_reg.Q[58]
[where the power goes]
| group | internal [mW] | switching (mW) |
|---|---|---|
| Combinational | 0.370 | 0.552 |
| Clock | 0.227 | 0.215 |
| Sequential | 0.448 | 0.0498 |
| Total | 1.05 | 0.817 |
[worst max-delay path, cell delays in order, from the launching register on]
cell      delay [ns]
dfxtp_1         0.91
clkinv_1        0.80
nor2_1          0.31
fa_1            0.46
fa_1            0.52
inv_1           0.06
fa_1            0.47
inv_1           0.05
fa_1            0.40
fa_1            0.52
fa_1            0.55
inv_1           0.05
fa_1            0.52
inv_1           0.05
ha_1            0.39
o211ai_1        0.12
a31oi_1         0.46
a311o_2         0.33
a31oi_1         0.12
o41ai_1         0.55
a21oi_1         0.16
mux2_2          0.31
[logic make-up after synthesis]
family	after synthesis	synth area share (%)
AND-OR/OR-AND	195	5.121
XOR/XNOR	73	2.593
adder cells (fa/ha/maj)	673	48.29
buffers and inverters	740	11.25
flip-flops	156	12.52
multiplexers	71	2.879
AND/OR/NAND/NOR	890	17.34
[state kept, by name, summed over array words and instances, names as in the netlist]
name / flops
areg.Q: 32
cmp_reg.Q: 60
breg.Q: 32
zreg.Q: 32
[metrics by stage]
stage	setup WS [ns]	total power, mW	hold slack, ns	utilization [%]	cell area (µm²)
6_report	7.452	1.863	0.4378	44.41	27410
5_1_grt	6.970	2.032	0.4647	44.41	27410
4_1_cts	7.495	1.885	0.4449	44.41	27410
3_5_place_dp	7.519	1.422	0.4294	43.44	26810
3_3_place_gp	7.529	1.419	0.4207	43.44	26810
2_1_floorplan	9.101	1.135	0.4138	-	24950
[cell usage in the layout (no fill, tap or decap), drive strengths merged, types with 26 or more instances in the layout]
cell type / n
clkdlybuf4s50: 96
mux2i: 65
dfxtp: 156
nand2: 294
a21oi: 70
fa: 483
buf: 50
o21ai: 32
nand3: 26
xnor2: 44
nor2: 196
ha: 190
xor2: 29
and2: 261
inv: 610
[metal layers]
| layer | up-vias | share of wire, % | track usage, % |
|---|---|---|---|
| met3 | 54 | 12 | 12.60 |
| met4 | 0 | 2.0 | 3.885 |
| li1 | 8459 | - | - |
| met5 | - | 0 | 0 |
| met1 | 8784 | 43 | 33.19 |
| met2 | 695 | 43 | 34.29 |
[area by class of cell]
cell class,count,area [µm²]
multi-input cells,1902,19030
clock inverters,15,172.7
flip-flops and latches,156,3123
clock buffers,17,425.4
inverters,604,2267
repair buffers,146,1336
fillers,5911,34310
well taps,837,1047
Power is estimated from default activity; no workload was simulated.
