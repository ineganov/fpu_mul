### /design/flow/run.sh
#!/bin/bash
# OpenROAD 26Q1-2900-gdf79404cd8, Yosys 0.63+post, stock flow scripts
make -C /OpenROAD-flow-scripts/flow DESIGN_CONFIG=/design/flow/config.mk WORK_HOME=/design/flow/orfs finish
### /design/flow/config.mk
export PLATFORM = sky130hd
export DESIGN_NAME = mux8
export DESIGN_NICKNAME = mux8
export VERILOG_FILES = /design/flow/design.v
export SDC_FILE = /design/flow/constraint.sdc
export NUM_CORES = 4
export LEC_CHECK = 1
export CORE_AREA = 10 10 120 120
export DIE_AREA = 0 0 130 130
### /design/flow/constraint.sdc
current_design mux8

set clk_period 1.5
set clk_io_pct 0.2

create_clock -name clk0 -period $clk_period

set non_clock_inputs [all_inputs -no_clocks]
set_input_delay [expr $clk_period * $clk_io_pct] -clock clk0 $non_clock_inputs
set_output_delay [expr $clk_period * $clk_io_pct] -clock clk0 [all_outputs]
### /design/flow/design.v
module ffd #( parameter WIDTH = 32)
            ( input                  CLK, 
              input                  RESET,
              input                  EN,
              input      [WIDTH-1:0] D,
              output reg [WIDTH-1:0] Q );
always_ff @(posedge CLK)
  if (RESET)  Q <= 0;
  else if(EN) Q <= D;
endmodule
module mux2 #(parameter WIDTH = 32)
             ( input             S,
               input [WIDTH-1:0] D0,
               input [WIDTH-1:0] D1,
               output[WIDTH-1:0] Y);
assign Y = S ? D1 : D0;
endmodule
module mux4 #(parameter WIDTH = 32)
             ( input [1:0] S,
               input [WIDTH-1:0] D0, D1, D2, D3,
               output[WIDTH-1:0] Y);
assign Y = S[1] ? (S[0] ? D3 : D2)
                : (S[0] ? D1 : D0);
endmodule
module mux8 #(parameter WIDTH = 32)
             ( input [2:0]       S,
               input [WIDTH-1:0] D0, D1, D2, D3, D4, D5, D6, D7,
               output[WIDTH-1:0] Y);
assign Y = S[2] ? (S[1] ? (S[0] ? D7 : D6) :
                          (S[0] ? D5 : D4)):
                  (S[1] ? (S[0] ? D3 : D2) :
                          (S[0] ? D1 : D0));
endmodule
module signext( input  [15:0] a,
                output [31:0] y );
assign y = {{16{a[15]}}, a};
endmodule
module counter #(parameter SIZE = 8) (  input             CLK,
                                        input             RESET,
                                        input             EN,
                                        output [SIZE-1:0] OUT );
logic [SIZE-1:0] cnt;
always_ff@ (posedge CLK)
  if(RESET)
    cnt <= '0;
  else if(EN) cnt <= cnt + 1'b1;
assign OUT = cnt;
endmodule
module shift_reg_lf #(parameter SIZE = 8) ( input             CLK,
                                            input             RESET,
                                            input             IN,
                                            input             EN,
                                            output [SIZE-1:0] OUT );
logic [SIZE-1:0] sreg;
always_ff@ (posedge CLK)
  if(RESET)   sreg <= '0;
  else if(EN) sreg <= {IN, sreg[SIZE-1:1]}; 
assign OUT = sreg;
endmodule
==> ci_impl_report.md <==
## Implementation flow summary

| Metric | Value |
|---|---|
| Status | `finished, violations left` |
| Violated checks | `setup timing` |
| XOR Share, Synth | `0` |
| Static leakage | `2.42 nW` |
| Initial core utilization | `0.174` |
| WL per Instance | `22.5 um` |
| Final core occ | `0.433` |
| Path category of the worst min-delay check | `primary input to output port` |
| Period utilisation layout | `1.23` |
| Fin crit period | `1840 ps` |
| Top cells by area | `mux4_1 (51%), mux4_2 (26%), mux2_2 (17%)` |
| Final antenna-violating net count | `0` |
| Worst VDD drop | `144 uV` |
| CP Launch Point | `D3[30]` |
| Die height | `130 um` |
| Hold Worst Slack | `1100 ps` |
| Post-Syn Instances | `114` |
| Layout cells sized above 1 | `0.371` |
| # rows | `40` |
| Mux area share | `0.941` |
| Worst setup EP type | `output port` |
| DRT iter0 DRCs | `75` |
| Power Internal | `1.06 mW` |
| OpenROAD warning count | `35` |
| And+or+nand+nor area frac | `0` |
| Clock buffers | `0` |
| Most frequent cells in the layout | `dlygate4sd2_1 (234), mux4_2 (64), mux2_4 (32)` |
| Slew at the pin closest to its max-slew limit | `208 ps` |
| Post-synthesis sequential area ratio | `0` |
| DRC Markers | `0` |
| Cell type with the largest total area | `mux4_1` |
| Total grt overflow | `0` |
| RSZ-0062 raised after global routing | `yes` |
| Worst Path Required | `1200 ps` |
| Global Route Usage Sum | `0.146` |
| Synth unique cells | `7` |
| Die Area | `16,900 um^2` |
| Max-area cell share | `0.507` |
| I/O Pins | `291` |
| Part of the power in combinational logic | `1.000` |
| Yosys warning total | `0` |
| Synth-to-Final Area Change | `149%` |
| Critical-path maximum fanout | `1` |
| Pin count of the biggest net entering global routing | `35` |
| Sequential cell area | `0 um^2` |
| Syn Std Cell Area | `2070 um^2` |
| Sw Share | `0.255` |
| Adder share | `0` |
| Setup TNS | `-8880 ps` |
| Yosys cell count | `114` |
| Vias | `2,551` |
| Most frequent logic cell in the layout | `dlygate4sd2_1` |
| P_sw | `0.362 mW` |
| Crit Path Category | `primary input to output port` |
| Rel. slew slack | `0.861` |
| Chip Area, Yosys | `2070 um^2` |
| Final WS setup | `-343 ps` |
| Final Hold Fails | `0` |
| WHS Path Cells | `4` |
| Sequential fraction of design power | `0` |
| Max cap viols | `0` |
| Placer Congestion | `0.914` |
| Crit path launch type | `primary input` |
| Synth logic family | `multiplexers` |
| Initial antenna violation count | `3` |
| Start point of the worst hold path | `D2[20]` |
| Post-detail-place hpwl | `10.6 mm` |
| Port bufs | `291` |
| Achievable Freq | `543 MHz` |
| PD cells | `275 nW/um^2` |
| WL final | `12.6 mm` |
| Die width | `130 um` |
| CP Data Arrival Time | `1540 ps` |
| Post-CTS Hold Buffers | `0` |
| DRT Pass-1 Iters | `4` |
| Number of vias per cell | `4.58` |
| Aoi share | `0` |
| Pins Over Slew Limit | `0` |
| Core ar. | `11,900 um^2` |
| Final setup fails | `32` |
| Clock network power share | `0` |
| Avg Cell Area, Syn | `18.2 um^2` |
| First-pass GRT wire length | `18.3 mm` |
| Vias in the first global route | `3,108` |
| Flop count | `0` |
-- cell families (layout without fill, tap and decap cells) --
| kind of cell | after synthesis | count (layout) |
|---|---|---|
| mux | 96 | 96 |
| buf+inv | 18 | 311 |
| other cells | 0 | 3 |
-- final cells by class --
cell class / instances / area [um^2]
fillers: 1182 / 6760
repair buffers: 311 / 3040
multi-input cells: 96 / 1920
well taps: 147 / 184
diodes: 3 / 7.51
-- worst max-delay path, stage by stage --
cell,delay (ps)
clkdlybuf4s50_1,400
mux4_2,470
mux2_4,270
buf_2,110
-- repair_timing --
action / CTS / global route
buffers inserted: 3 / 1
pin swaps: 0 / 0
setup endpoints to repair: 32 / 32
endpoints found under the hold margin: 0 / 0
gates resized: 409 / 10
cloned: 6 / 0
-- per-stage QoR --
| step | instance area, um^2 | worst slack, ps | cells | power (mW) |
|---|---|---|---|---|
| floorplan | 2010 | -98.8 | 114 | 0.509 |
| global placement | 5050 | -757 | 544 | 1.47 |
| detailed placement | 5050 | -766 | 544 | 1.47 |
| CTS | 5100 | -344 | 553 | 1.43 |
| global route | 5150 | -379 | 556 | 1.53 |
| finish | 5150 | -343 | 557 | 1.42 |
-- path summary, 6_finish.rpt --
| path | end | slack [ps] |
|---|---|---|
| max | Y[30] | -340 |
| min | Y[20] | 1100 |
-- cells in the mapped netlist (all sizes together) --
| cell type | instances |
|---|---|
| mux4 | 64 |
| mux2 | 32 |
| buf | 16 |
| clkbuf | 2 |
-- power groups by stage --
stage          clock [mW]  sequential [mW]  combinational (mW)
CTS                     0                0                1.43
global route  0.000000178                0                1.53
finish        0.000000267                0                1.42
-- metal layers --
layer,part of all wire,up-vias,GRT usage
met2,0.54,150,0.265
li1,-,1149,-
met4,0,0,0
met1,0.36,1252,0.172
met5,0,-,0
met3,0.10,0,0.0556
Power figures rest on the tool's default switching activity, not on a simulated workload.
